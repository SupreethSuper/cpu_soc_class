==> design.v <==
module forward #(
    parameter BITS       = 32,
    parameter REG_WORDS  = 32,
    parameter ADDR_LEFT  = $clog2(REG_WORDS) - 1
)(
    input  logic [ADDR_LEFT:0] r1_addr_s3,
    input  logic [ADDR_LEFT:0] r2_addr_s3,
    input  logic [ADDR_LEFT:0] waddr_s3,
    input  logic [ADDR_LEFT:0] waddr_s4,
    input  logic [ADDR_LEFT:0] waddr_s5,
    input  logic [ADDR_LEFT:0] r1_addr,     
    input  logic [ADDR_LEFT:0] r2_addr,
    input  logic               rw_s3,
    input  logic               rw_s4,
    input  logic               rw_s5,
    input  logic               sel_mem_s3,
    input  logic               sel_mem_s4,
    input  logic               sel_mem_s5,
    input  logic [BITS-1:0]    alu_out_s4,
    input  logic [BITS-1:0]    alu_out_s5,
    input  logic [BITS-1:0]    d_mem_rdata_s5,
    input  logic               jreg,        
    input  logic               breq,        
    input  logic               brne,        
    output logic [BITS-1:0] r1_fwd_s4,
    output logic [BITS-1:0] r2_fwd_s4,
    output logic [BITS-1:0] r1_fwd_s5,
    output logic [BITS-1:0] r2_fwd_s5,
    output logic [BITS-1:0] r1_fwd_s6,
    output logic [BITS-1:0] r2_fwd_s6,
    output logic [BITS-1:0] j_fwd_s4,       
    output logic [BITS-1:0] j_fwd_s5,       
    output logic [BITS-1:0] b_r1_fwd_s4,    
    output logic [BITS-1:0] b_r2_fwd_s4,
    output logic [BITS-1:0] b_r1_fwd_s5,
    output logic [BITS-1:0] b_r2_fwd_s5,
    output logic             stall_pipe
);
    logic [BITS-1:0] reg_wdata_s5;
    assign reg_wdata_s5 = sel_mem_s5 ? d_mem_rdata_s5 : alu_out_s5;
    always_comb begin
        stall_pipe = 1'b0;
        r1_fwd_s4 = '0; r2_fwd_s4 = '0;
        r1_fwd_s5 = '0; r2_fwd_s5 = '0;
        r1_fwd_s6 = '0; r2_fwd_s6 = '0;
        j_fwd_s4  = '0; j_fwd_s5  = '0;
        b_r1_fwd_s4 = '0; b_r2_fwd_s4 = '0;
        b_r1_fwd_s5 = '0; b_r2_fwd_s5 = '0;
        if (rw_s4 && (waddr_s4 != 0)) begin
            if (r1_addr_s3 == waddr_s4) r1_fwd_s4 = alu_out_s4;
            if (r2_addr_s3 == waddr_s4) r2_fwd_s4 = alu_out_s4;
        end
        if (rw_s5 && (waddr_s5 != 0)) begin
            if (r1_addr_s3 == waddr_s5) r1_fwd_s4 = reg_wdata_s5;
            if (r2_addr_s3 == waddr_s5) r2_fwd_s4 = reg_wdata_s5;
        end
        if (jreg && rw_s4 && (waddr_s4 == r1_addr))
            j_fwd_s4 = alu_out_s4;
        if (jreg && rw_s5 && (waddr_s5 == r1_addr))
            j_fwd_s5 = reg_wdata_s5;
        if (jreg && rw_s3 && (waddr_s3 == r1_addr))
            stall_pipe = 1'b1;
        if (jreg && sel_mem_s4 && (waddr_s4 == r1_addr))
            stall_pipe = 1'b1;
        if ((breq || brne)) begin
            if (rw_s4 && (waddr_s4 != 0)) begin
                if (r1_addr == waddr_s4) b_r1_fwd_s4 = alu_out_s4;
                if (r2_addr == waddr_s4) b_r2_fwd_s4 = alu_out_s4;
            end
            if (rw_s5 && (waddr_s5 != 0)) begin
                if (r1_addr == waddr_s5) b_r1_fwd_s5 = reg_wdata_s5;
                if (r2_addr == waddr_s5) b_r2_fwd_s5 = reg_wdata_s5;
            end
            if (rw_s3 && ((waddr_s3 == r1_addr) || (waddr_s3 == r2_addr)))
                stall_pipe = 1'b1;
            if (sel_mem_s4 && ((waddr_s4 == r1_addr) || (waddr_s4 == r2_addr)))
                stall_pipe = 1'b1;
        end
    end
endmodule
==> run.sh <==
#!/bin/bash
# OpenROAD 26Q1-2900-gdf79404cd8, Yosys 0.63+post, stock flow scripts
make -C /OpenROAD-flow-scripts/flow DESIGN_CONFIG=/design/flow/config.mk WORK_HOME=/design/flow/orfs finish
==> config.mk <==
export PLATFORM = sky130hd
export DESIGN_NAME = forward
export DESIGN_NICKNAME = forward
export VERILOG_FILES = /design/flow/design.v
export SDC_FILE = /design/flow/constraint.sdc
export NUM_CORES = 4
export LEC_CHECK = 1
export CORE_AREA = 10 10 207 207
export DIE_AREA = 0 0 217 217
==> constraint.sdc <==
current_design forward

set clk_period 9.7
set clk_io_pct 0.2

create_clock -name clk0 -period $clk_period

set non_clock_inputs [all_inputs -no_clocks]
set_input_delay [expr $clk_period * $clk_io_pct] -clock clk0 $non_clock_inputs
set_output_delay [expr $clk_period * $clk_io_pct] -clock clk0 [all_outputs]
==> flow_summary.json <==
{
  "fp-row-count": 72,
  "via_per_inst": 3.70,
  "end_kind": "output port",
  "gr-total-overflow": 0,
  "cpMostUsedCell": "clkdlybuf4s50_1",
  "die_x_um": 217,
  "io_buffers": 396,
  "leakagePower_nw": 2.90,
  "cp.arrival_ns": 4.96,
  "drt_iter0_drc": 318,
  "postSynthSeqShare": 0,
  "outcome": "complete, no violations",
  "grt_max_degree": 67,
  "tns_ns": 0,
  "stdcell_area_um2": 7890,
  "preCtsSetupSlack_ns": 2.78,
  "ys_cells": 661,
  "cts_hold_buf": 0,
  "slowest_delay_ns": 0.60,
  "cap_violations": 0,
  "min_period_over_period": 0.712,
  "yosys_warnings": 1,
  "hold_path.class": "input pin to output port",
  "start_kind": "input pin",
  "clkbuf_count": 0,
  "syn_to_final_growth_pct": 96.2,
  "antenna_found_initial": 1,
  "worstMarginPinSlew_ns": 0.708,
  "path_cells": "clkdlybuf4s50_1, or4_1, o21a_2, nand4_4, buf_4, nand4_1, o21ai_0, clkdlybuf4s50_1",
  "grtUsageTotal": 0.113,
  "finalCriticalPeriod_ns": 6.90,
  "slew_headroom": 0.515,
  "die_h_um": 217,
  "ff_count": 0,
  "dr.pass1.iters": 5,
  "post_cts_buffers": 0,
  "die-area_um2": 47100,
  "syn_area_per_cell_um2": 6.08,
  "largest_area_cell": "buf_4",
  "warning_count": 33,
  "grt_first_pass_wirelength_um": 40400,
  "irDropWorstVdd_mv": 0.0153,
  "initial_core_util": 0.104,
  "synth_area_um2": 4020,
  "ant_nets": 0,
  "p_per_area_nw_per_um2": 24.2,
  "critPathRequiredTime_ns": 7.76,
  "holdWs_ns": 4.90,
  "layout-drive-gt1-share": 0.0248,
  "p_total_mw": 0.191,
  "setup_viol": 0,
  "pin_count": 525,
  "dpl_cell_area_um2": 7890,
  "grt_pass1_vias": 5883,
  "criticalPathCategory": "input pin to output port",
  "regArea_um2": 0,
  "cpMaxStageDelayCell": "clkdlybuf4s50_1",
  "synth.area.top_cells": "buf_4 24%, nor2_1 15%, nand4_1 10%, mux2i_1 8.0%, o21ai_0 6.6%",
  "fmax_mhz": 145,
  "wirelength_um": 29200,
  "via_count": 5644,
  "avgRoutedWirePerCell_um": 19.1,
  "rsz0062_at_grt": "false",
  "core_um2": 38600,
  "top_area_frac": 0.239,
  "fin_ws_ns": 2.80,
  "path_max_fanout": 34,
  "route.detailed.drc": 0,
  "synthDistinctLibCells": 29,
  "final_hold_viol_count": 0,
  "routabilityCongestion": 0.853,
  "dp_hpwl_um": 25000,
  "maxSlewViolCount": 0,
  "ys_chip_area_um2": 4020,
  "cts_resized": 0,
  "syn-instance-count": 661
}
==> worst max-delay path, delay by kind of cell <==
kind / cells / cell delay, ns
compound gates: 2 / 0.43
simple gates: 3 / 0.99
buf+inv: 3 / 1.58
==> power breakdown <==
| group | switching (mW) | leakage (nW) | total [mW] | internal, mW |
|---|---|---|---|---|
| Combinational | 0.0970 | 2.90 | 0.191 | 0.0940 |
| Sequential | 0 | 0 | 0 | 0 |
| Clock | 0 | 0.00000634 | 0.00000000699 | 0.00000000698 |
| Total | 0.0970 | 2.90 | 0.191 | 0.0940 |
==> layout make-up <==
cell class / instances / area, um^2
fillers: 4326 / 30700
well taps: 518 / 648
diodes: 1 / 2.50
multi-input cells: 599 / 3190
repair buffers: 408 / 4050
==> per-layer routing <==
metal / wire length, um / up-vias / GRT usage
li1: - / 2641 / -
met1: 11400 / 2662 / 0.131
met2: 15000 / 331 / 0.212
met3: 2460 / 10 / 0.0267
met4: 227 / 0 / 0.0114
met5: 0 / - / 0
==> worst paths after layout <==
kind                         endpoint  slack [ns]           start  cells after the start
worst max-delay path    r1_fwd_s4[30]        2.80     waddr_s5[3]                      8
worst min-delay path  b_r2_fwd_s4[21]        4.90  alu_out_s4[21]                      4
==> metrics by stage <==
stage / util / std cells
after floorplan: - / 788
after global placement: 0.205 / 1525
after detailed placement: 0.205 / 1525
after CTS: 0.205 / 1525
after global routing: 0.205 / 1525
final: 0.205 / 1526
==> logic make-up after synthesis <==
family	after synthesis	share of synthesized area
buffers and inverters	189	0.337
AND/OR/NAND/NOR	318	0.383
multiplexers	32	0.0797
other	1	0.000933
AND-OR/OR-AND	71	0.0909
XOR/XNOR	50	0.109
==> cell usage in the layout (no fill, tap or decap) <==
cell type / Yosys / final
nand4_1: 65 / 65
and2_1: 32 / 32
nor2_1: 162 / 162
o21a_4: 0 / 1
conb_1: 1 / 128
buf_2: 8 / 1
nor3_1: 6 / 5
nand2_2: 1 / 1
xnor2_1: 29 / 29
mux2i_1: 32 / 32
a211oi_1: 1 / 1
o21ai_4: 0 / 2
o21a_2: 1 / 1
nor4_1: 1 / 1
nor3_2: 1 / 1
clkdlybuf4s50_1: 0 / 395
nand2_1: 35 / 35
nor3_4: 0 / 1
o21ai_1: 14 / 12
nor2b_4: 1 / 1
o22ai_1: 1 / 1
and3_1: 2 / 2
buf_4: 128 / 12
xor2_1: 21 / 21
nand3_2: 0 / 1
diode_2: 0 / 1
nand3_1: 7 / 6
o21ai_0: 53 / 53
nand4_4: 3 / 3
or4_1: 2 / 2
==> cell usage after synthesis <==
cell / number
nor4_1: 1
or4_1: 2
nand2_2: 1
clkbuf_2: 3
buf_6: 20
nand4_4: 3
xor2_1: 21
o21a_2: 1
o21ai_0: 53
nor3_1: 6
mux2i_1: 32
buf_4: 128
o22ai_1: 1
nand2_1: 35
a211oi_1: 1
nand3_1: 7
buf_2: 8
conb_1: 1
and2_1: 32
nor2_1: 162
clkbuf_1: 29
xnor2_1: 29
buf_1: 1
o21ai_1: 14
nand4_1: 65
o21a_1: 1
and3_1: 2
nor2b_4: 1
nor3_2: 1
Power figures rest on the tool's default switching activity, not on a simulated workload.
