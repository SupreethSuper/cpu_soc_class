===== /design/flow/design.v =====
localparam REG_BASE_ADDR  = 32'h00002000;
localparam REG_NUM_WORDS  = 32;
localparam REG_NUM_BITS   = 32;
module regfile
   #(  
        parameter WORDS     =   REG_NUM_WORDS,  
        parameter BITS      =   REG_NUM_BITS,   
        parameter ADDR_LEFT =   $clog2(WORDS)-1, 
        parameter BASE_ADDR =   REG_BASE_ADDR
    )
    (  
        output [BITS-1:0]   r1_data,   
        output [BITS-1:0]   r2_data,  
        input               clk,     
        input  [BITS-1:0]   wdata,   
        input  [ADDR_LEFT:0]   waddr,
        input  [ADDR_LEFT:0]   r2_addr,
        input  [ADDR_LEFT:0]   r1_addr,
        input               rst_,
        input               rw_,     
        input  [3:0]        byte_en  
    );
    logic [BITS-1:0] mem[0:WORDS-1];  
    always_ff @(posedge clk or negedge rst_) begin
        if (!rst_) begin
            for (int i = 0; i < WORDS; i++) begin
                mem[i] <= '0;
            end
        end else if (rw_ == 1'b0) begin
            if (waddr != 1'b0) begin    
                case (byte_en)
                    4'b1111: mem[waddr] <= wdata;                 
                    4'b0011: mem[waddr][15:0] <= wdata[15:0];     
                    4'b0001: mem[waddr][7:0]  <= wdata[7:0];      
                    default: mem[waddr] <= wdata;                 
                endcase
            end
        end
    end
    assign r1_data = mem[r1_addr];
    assign r2_data = mem[r2_addr];
endmodule

===== /design/flow/run.sh =====
#!/bin/bash
# OpenROAD 26Q1-2900-gdf79404cd8, Yosys 0.63+post, stock flow scripts
make -C /OpenROAD-flow-scripts/flow DESIGN_CONFIG=/design/flow/config.mk WORK_HOME=/design/flow/orfs finish

===== /design/flow/config.mk =====
export PLATFORM = sky130hd
export DESIGN_NAME = regfile
export DESIGN_NICKNAME = regfile
export VERILOG_FILES = /design/flow/design.v
export SDC_FILE = /design/flow/constraint.sdc
export NUM_CORES = 4
export LEC_CHECK = 1
export CORE_UTILIZATION = 40

===== /design/flow/constraint.sdc =====
current_design regfile

set clk_period 13.8
set clk_io_pct 0.2

create_clock -name clk0 -period $clk_period [get_ports {clk}]

set non_clock_inputs [all_inputs -no_clocks]
set_input_delay [expr $clk_period * $clk_io_pct] -clock clk0 $non_clock_inputs
set_output_delay [expr $clk_period * $clk_io_pct] -clock clk0 [all_outputs]

==> flow_summary.yaml <==
# implementation run metrics
setup_path:
  reg2reg_from: "mem[19][4]"
  cp-end-kind: "primary output"
  rrSetupSlack_ps: 12770
  crit_required_ps: 11040
  worst-path-max-fanout: 32
  r2r_end: "mem[19][4]"
  critPathLaunchType: "input pin"
  crit_type: "input pin to primary output"
  ff2ff_path_depth: 1
  worstPathArrival_ps: 7730
min_path:
  hp-class: "register to register"
  min_from: "mem[0][0]"
  hold_depth: 0
  hold-path-endpoint: "mem[0][0]"
global_route:
  grt_usage_pct: 43.9
  antenna_found_initial: 27
  overflow: 0
  grt_pass1_wl_mm: 377
  grt_pass1_vias: 45500
  grt_max_degree: 120
drt:
  wl_per_cell_um: 43.6
  top_layer: "met5"
  routedLengthMet1_mm: 94.9
  viasPerCell: 7.38
  vias: 46700
  ant_nets: 0
  drt_iter0_markers: 6541
  remaining_drc_errors: 0
  route.met2.wl_mm: 106
  wirelength_mm: 276
  firstDrtPassIters: 10
  dr_wl_met3_mm: 48.0
clocking:
  clk_pin_slew_worst_paths_ps: 60
  post_cts_resized: 0
  cts_setup_buffers: 0
  cts_sinks: 1000
  cts_buffer_depth: 3
  clockRootBuffer: "clkbuf_16"
  clock_latency_ps: 770
  cts_max_level: 3
  cts_tree: "built"
  cts_buffers: 109
  cts_hold_buf: 0
status:
  status: "completed"
logic_synthesis:
  largest_area_cell: "dfrtp_1"
  synth_top_cell_by_count: "dfrtp_1"
  synth_seq_share_pct: 48.8
  avgSynthCellArea_sq_um: 11.3
  edf_count: 0
  syn-instance-count: 4521
  syn_area_sq_um: 51300
  top_cells_by_area: "dfrtp_1 49%, mux2_2 21%, a22oi_1 8.0%"
  yosysUniqueCellTypes: 58
  ys.flops: 1000
  synth-main-ff-cell: "dfrtp_1"
  synthArstFlopShare_pct: 100
  yosysCellCount: 4521
  common_cells: "1000 x dfrtp_1, 963 x mux2_2, 548 x a22oi_1"
  ys_chip_area_sq_um: 51300
  synth_top_area_share_pct: 48.8
  ys_warn_count: 2
sta:
  setup_tns_ps: 0
  fin_crit_ps: 10490
  fin_skew_ps: 0
  fmax_ghz: 0.0953
  worstMarginPinSlew_ps: 1140
  maxSlewViolCount: 0
  maxSlewHeadroom_pct: 21.9
  finalHoldViolCount: 0
  fin_crit_sh_pct: 76.0
  rsz0062_at_grt: "false"
  setup_violations: 0
final_layout:
  layout-drive-gt1-share_pct: 32.8
  largest_reg_flops: 1000
  fin_cells: 6323
  reg_top3: "mem: 1000 flops"
  largest_register: "mem"
  area_growth_syn_to_layout_pct: 14.8
placement:
  portBuffers: 117
  dp.cells: 6095
  hpwl_mm: 163
  place_congestion: 1.03
run:
  cap_violations: 0
  warnings: 35
die:
  num_io_pins: 118
  rows: 131
  fp_util_pct: 40.3
  fp.dieW_um: 360
  die_h_um: 360
  core_sq_um: 127000
  dieArea_sq_um: 130000
pwr:
  clockPowerShare_pct: 37.6
  comb_power_share_pct: 14.1
  p_int_w: 0.00590
  p_seq_share_pct: 48.2
  power.leakage_nw: 27.1
  vdd_ir_drop_max_uv: 100
  cellPowerDensity_nw_per_um2: 143
  power_switching_w: 0.00250
  swShare_pct: 29.7
-- final cells by class --
type | count | area (sq um)
sequential | 1000 | 25000
antenna | 24 | 60.1
fill | 11500 | 68400
multi-input combinational | 3075 | 25000
inverter | 2 | 7.51
clock inverter | 61 | 734
tap | 1662 | 2080
clock buffer | 143 | 3080
timing repair buffer | 356 | 2990
-- through the flow --
step	util, %	hold slack, ps	worst slack [ps]	power, W	cell area, sq um
global route	46.2	422	3530	0.00863	58900
CTS	46.2	409	3680	0.00835	58900
global placement	43.2	388	3710	0.00520	55100
floorplan	-	452	6640	0.00451	51300
detailed placement	43.2	394	3690	0.00521	55100
finish	46.3	410	3310	0.00840	58900
-- cells by family (layout without fill, tap and decap cells) --
family,after synthesis,in the layout,synth area share [%]
and+or+nand+nor,1343,1343,14.7
other,0,24,0
AOI/OAI and AO/OA,763,763,11.8
DFF,1000,1000,48.8
muxes,969,969,21.3
buffers and inverters,446,562,3.50
-- how the worst max path moves through the flow --
stage | startpoint | to | slack, ps
CTS | r1_addr[2] | r1_data[6] | 3680
global route | r1_addr[2] | r1_data[6] | 3530
finish | r1_addr[2] | r1_data[6] | 3310
-- cell usage in the layout, fill, tap and decap left out, types with 14 or more instances in the layout --
cell type / instances
or4_1: 48
dfrtp_1: 1000
buf_4: 237
and3_1: 421
nand2b_1: 14
clkbuf_8: 20
nand2_1: 183
nand3_1: 332
nor2_4: 36
clkinv_2: 29
clkdlybuf4s50_1: 114
nor2_1: 34
nor3_2: 14
clkbuf_16: 110
and2_2: 26
a22oi_1: 548
diode_2: 24
a222oi_1: 19
mux2_2: 963
a2111oi_0: 121
nand4_1: 132
-- power groups by stage --
| stage | logic, W | registers, W | clock network, W |
|---|---|---|---|
| final | 0.00119 | 0.00405 | 0.00316 |
| after global routing | 0.00125 | 0.00409 | 0.00329 |
| after CTS | 0.00116 | 0.00402 | 0.00317 |
-- routing by layer --
layer / track usage, % / vias to the layer above
li1: - / 17500
met1: 54.1 / 23300
met2: 56.1 / 4337
met3: 28.3 / 1549
met4: 28.9 / 41
met5: 3.44 / -
-- worst max-delay path, stage by stage --
cell	delay, ps
clkdlybuf4s50_1	1060
nor2b_4	700
buf_4	560
and2_2	740
buf_4	530
a22oi_1	150
and3_1	210
a31oi_1	430
clkdlybuf4s50_1	560
Power figures rest on the tool's default switching activity, not on a simulated workload.
